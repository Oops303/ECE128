**./run.sh**
```bash
#!/bin/bash
# OpenROAD 26Q1-2900-gdf79404cd8, Yosys 0.63+post, stock flow scripts
make -C /OpenROAD-flow-scripts/flow DESIGN_CONFIG=/design/flow/config.mk WORK_HOME=/design/flow/orfs finish
```
**./config.mk**
```make
export PLATFORM = sky130hd
export DESIGN_NAME = Display_counter
export DESIGN_NICKNAME = Display_counter
export VERILOG_FILES = /design/flow/design.v
export SDC_FILE = /design/flow/constraint.sdc
export NUM_CORES = 4
export LEC_CHECK = 1
export CORE_UTILIZATION = 30
```
**./constraint.sdc**
```tcl
current_design Display_counter

set clk_period 3.8
set clk_io_pct 0.2

create_clock -name clk0 -period $clk_period [get_ports {clk}]

set non_clock_inputs [all_inputs -no_clocks]
set_input_delay [expr $clk_period * $clk_io_pct] -clock clk0 $non_clock_inputs
set_output_delay [expr $clk_period * $clk_io_pct] -clock clk0 [all_outputs]
```
**./design.v**
```verilog
`timescale 1ns / 1ps
module Bin2BCD_converter(   
    input           clk,
    input           en,
    input   [11:0]  bin_d_in,
    output  [15:0]  bcd_d_out,
    output          rdy
    );
    parameter IDLE      = 3'b000;
    parameter SETUP     = 3'b001;
    parameter ADD      = 3'b010;
    parameter SHIFT     = 3'b011;
    parameter DONE     = 3'b100;
	reg [11:0]  bin_data    = 0;
	reg [27:0] bcd_data = 0;
	reg [2:0] state =0;
	reg busy = 0;
	reg [3:0]   sh_counter  = 0;
    reg [1:0]   add_counter = 0;
    reg result_rdy = 0;
    always @(posedge clk)
        begin
        if(en)
            begin
                if(~busy)
                    begin
                    bcd_data    <= {16'b0, bin_d_in};
                    state       <= SETUP;
                    end
            end
        case(state)
            IDLE:
                begin
                    result_rdy  <= 0;
                    busy        <= 0;
                end
            SETUP:
                begin
                busy        <= 1;
                state       <= ADD;
                end
            ADD:
                begin
                case(add_counter)
                0: begin
				if (bcd_data[15:12] > 4)
				    bcd_data[27:12] <= bcd_data[27:12] + 3;
				    add_counter <= add_counter +1;
				end
				1:begin
				if (bcd_data[19:16] > 4)
				    bcd_data[27:16] <= bcd_data[27:16] + 3;
				    add_counter <= add_counter +1;
				end
				2:begin
				 if((add_counter == 2) && (bcd_data[23:20] > 4))
                 begin
				    bcd_data[27:20] <= bcd_data[27:20] + 3;
				 end
				    add_counter <= add_counter +1;
				end
				3:begin
				 if((add_counter == 3) && (bcd_data[27:24] > 4))
                 begin
				    bcd_data[27:24] <= bcd_data[27:24] + 3;
				 end
				    add_counter <= 0;
				    state <= SHIFT;
				end
            endcase
				end 
            SHIFT:
                begin
                sh_counter  <= sh_counter + 1;
                bcd_data    <= bcd_data << 1;
                if(sh_counter == 11)
                    begin
                    sh_counter  <= 0;
                    state       <= DONE;
                    end
                else
                    begin
                    state   <= ADD;
                    end
                end
            DONE:
                begin
                    result_rdy <= 1;
                    state <= IDLE;
                end
            default:
                begin
                state <= IDLE;
                end
            endcase
        end
        assign bcd_d_out = bcd_data[27:12];
        assign rdy = result_rdy;
endmodule
`timescale 1ns / 1ps
module clock_divider(clk_in,clk_out);
input wire clk_in;    
output reg clk_out=1'b0;   
    parameter DIVISOR = 128;   
    reg [6:0] counter = 7'd0;      
    always @(posedge clk_in) begin
        if (counter == (DIVISOR - 1)) begin
            counter <= 7'd0;       
            clk_out <= ~clk_out;    
        end
        else begin
            counter <= counter + 1;   
        end
    end
endmodule
`timescale 1ns / 1ps
module Display_counter(
    input clk,
    output wire [6:0] seg,
    output wire [3:0] an
);
reg [15:0] stat_bcd = 16'b0;
wire en;
wire [11:0] bin_d_in;
wire [15:0] bcd_d_out;
wire rdy;
wire clock_out;
wire count;
example_count uut1(clock_out,en,bin_d_in);
Bin2BCD_converter uut2(clock_out, en,bin_d_in,bcd_d_out,rdy);
multi_seg_drive uut3(clock_out,stat_bcd,an, seg);
clock_divider uut4(clk,clock_out);
always @(posedge clk)
    begin
    if(rdy)
        begin
            stat_bcd<=bcd_d_out;
        end
    end
endmodule
`timescale 1ns / 1ps
module example_count(
input clk,
output done,
output [11:0] bin_cnt);
parameter c_reg_size = 34;
reg [c_reg_size -1:0] count = 0;
reg fin = 0;
reg old_b = 0;
 always @(posedge clk)
    begin
    count <= count+1;
        if((old_b && !count[c_reg_size-12]) || (!old_b && count[c_reg_size-12]))
            begin
            fin <=1;
            end
        else
            begin
            fin <=0;
            end
         old_b <=count[c_reg_size-12];
         end
assign bin_cnt =  count[c_reg_size-1: c_reg_size-12];
assign done = fin;   
endmodule
`timescale 1ns / 1ps
module multi_seg_drive(
    input clk,
    input [15:0] bcd_in,
    output [3:0] sseg_a_o,
    output [6:0] sseg_c_o);
parameter g_s = 5;
parameter gt = 4;
wire [6:0] sseg_o;
reg [3:0] anode =4'b0001;
reg [3:0] bcd_seg =4'b0000;
reg [g_s-1:0] g_count =0;
ss_decode ss_dec(clk, bcd_seg,sseg_o);
always @(posedge clk)
    begin
        g_count =g_count+1;
        if(g_count == 0)
            begin
            if(anode == 4'b0001)
                begin
                anode = 4'b1000;
                end   
            else 
                begin
                anode = anode >>1;
                end
             end
         if(&g_count[g_s-1:gt])
            begin
            case (anode)  
            4'b1000 : bcd_seg = bcd_in[15:12];
            4'b0100 : bcd_seg = bcd_in[11:8];
            4'b0010 : bcd_seg = bcd_in[7:4];
            4'b0001 : bcd_seg = bcd_in[3:0];
            default : bcd_seg = 4'b1111; 
            endcase
         end 
         else 
            begin
            bcd_seg = 4'b1111; 
            end 
          end
assign  sseg_a_o = ~anode;   
assign  sseg_c_o =  sseg_o;    
endmodule
`timescale 1ns / 1ps
module ss_decode(clk, bcd,seg);
    input clk;
    input [3:0] bcd;
    output reg[6:0] seg;
always @(posedge clk)
    begin
        case (bcd)  
            0 : seg = 7'b1000000;
            1 : seg = 7'b1111001;
            2 : seg = 7'b0100100;
            3 : seg = 7'b0110000;
            4 : seg = 7'b0011001;
            5 : seg = 7'b0010010;
            6 : seg = 7'b0000010;
            7 : seg = 7'b1111000;
            8 : seg = 7'b0000000;
            9 : seg = 7'b0010000;
            default : seg = 7'b1111111; 
        endcase
        end 
endmodule
```
==> run notes <==
flow finished, numbers: critical register-to-register path endpoint=uut4.clk_out, Total Routed Length=between 10,000 and 15,000 um, largest fanout on the critical path=5, io pins=12, sum of negative setup slack=0 ns, site row count=~51, Cell Area, Synth=a little over 6000 um2, post-CTS sizing=0, wire per inst=13.2 um, worst-path cell chain=ha_1 -> and3_1 -> nand3_1 -> nor2_1, area of the multi-input gates=3140 um2, Post-Route Hold Slack=0.443 ns, Synth warnings=6, Reg2Reg Depth=4, Yosys cell types=64, remaining global-route overflow=0, CTS Root Buffer Type=clkbuf_16, number of antenna violations at the first check in global routing=0, Static Leakage=around 2.1 nW, Die Width=145 um, maximum capacitance violations=0, fraction of the core area occupied by cells at floorplan=0.310, routed via count=4,848, worst-case vdd ir drop=0.000131 V, worst slew margin relative to its limit=0.435, number of storage elements in the synthesis netlist=119, register pins left without a clock=95, hold-critical path depth=1, arrival time worst endpoint=1.37 ns, ratio of final minimum period to clock period=0.381, required arrival time at the worst endpoint=between 3 and 4 ns, count of flip-flops with a built-in enable after synthesis=36, TritonCTS Buffers=3, dpl hpwl=around 9000 um, slew at the pin closest to its max-slew limit=about 0.84 ns, Die H=145 um, async set-or-reset flop fraction in the synthesized netlist=0, Sequential Area=2740 um2, commonest register cell after synthesis=dfxtp_1, post-CTS clock slew at the launch and capture registers of the worst setup and hold paths=0.05 ns, first-pass iteration count of the detailed router=5, routability congestion estimate=0.869, Late-Pin Clk Latency=0.25 ns, post-CTS setup buffers=0, number of cells in Yosys stat=approximately 700, sequential-to-total area share from yosys stat=0.447, fraction of final layout cells sized beyond drive strength 1=0.0264, TritonCTS clock tree=done, startpoint class of the critical path=flop, hold buffer count at cts=0, Buf+Inv Stages, Crit Path=0, via count of the first global-routing pass=4,360, GRT Total Usage=0.124, First DRT Iteration DRCs=415, number of pins exceeding their max-slew limit in the final report=0, average cell area after synthesis=8.82 um2, number of endpoints with negative hold slack in the final report=0, maximum clock rate=about 700 MHz, global-route wire length before repair=around 21,000 um, total inserted antenna cells=0, final period demand of the worst path=1.45 ns, RSZ-0062 raised after global routing=false, Max stage delay cell, worst path=dfxtp_1, post-detailed-route count of antenna-violating nets=0, overall chip area=21,000 um2, DRC Markers=0, most used cells in the layout excluding fill and tap cells=nand2_1, dfxtp_1, nor2_1, class of the tightest hold or removal check=reg -> reg, CP top delay family=simple AND/OR/NAND/NOR gates, most common logic cell in the routed design=nand2_1, number of port buffers=11, layout filler cell count=2,039, placeable core region=19,800 um2, maximum number of pins on one net before global-route repair=62, Max Clock Skew=0.000931 ns, number of vias per cell after detailed routing=5.11, Cell Pwr Density=between 70 and 80 nW/um2, run status=completed, final tally of setup violations=0, Max stage delay on crit path=0.34 ns, OpenROAD warning count=37, startpoint of the lowest-slack hold path=uut4.counter[0], yosys stat chip area=6140 um2, endpoints left unconstrained=157, internal reg-to-reg setup slack=2.35 ns, maximum level of the CTS H-tree=1, CP Class=reg -> reg, kind of end point of the critical path=flop, post-synthesis instance total=a little under 700, maximum count of clock buffers along a single path=2, WHS Endpoint=uut4.counter[0], layout overhead on the synthesized area=7.01%, launch point of the worst reg-to-reg path=uut4.counter[0]
metal layers:
layer | part of all wire | GRT usage | wire [um] | up-vias
met1 | 0.51 | 0.200 | 6430 | 2257
met2 | 0.44 | 0.194 | 5460 | 131
met3 | 0.046 | 0.00705 | 575 | 6
li1 | - | - | - | 2454
met4 | 0.0048 | 0.0122 | 60 | 0
met5 | 0 | 0 | 0 | -
how the worst max path moves through the flow:
stage / slack [ns] / from / cells after the start / to
after CTS: 2.33 / uut4.counter[0] / 4 / uut4.clk_out
after global routing: 2.20 / uut4.counter[0] / 4 / uut4.clk_out
final: 2.35 / uut4.counter[0] / 4 / uut4.clk_out
worst register-to-register path, cell delays in order, from the launching register on:
cell,delay (ns)
dfxtp_1,0.34
ha_1,0.18
and3_1,0.19
nand3_1,0.12
nor2_1,0.29
cell usage after synthesis, types with 2 or more instances:
master | instances | area, um2
nand3_1 | 48 | 240
clkbuf_1 | 28 | 105
buf_2 | 2 | 10.0
nand4_1 | 6 | 37.5
nor3_1 | 21 | 105
a221o_1 | 2 | 20.0
and3_1 | 5 | 31.3
ha_1 | 22 | 275
a2111o_1 | 4 | 45.0
nand2b_1 | 6 | 37.5
o2111ai_1 | 3 | 26.3
a21o_1 | 8 | 60.1
a21oi_1 | 26 | 130
or3_1 | 2 | 12.5
and4_1 | 4 | 35.0
dfxtp_1 | 83 | 1660
and2_1 | 4 | 25.0
a2111oi_0 | 7 | 61.3
nand2_1 | 93 | 349
a222oi_1 | 2 | 20.0
xor2_1 | 19 | 166
edfxtp_1 | 36 | 1080
o22ai_1 | 4 | 25.0
xnor2_1 | 34 | 298
o31a_1 | 2 | 17.5
nand4b_1 | 2 | 17.5
mux2_2 | 2 | 22.5
nor3b_1 | 6 | 45.0
nor4_1 | 5 | 31.3
o21ai_0 | 44 | 220
o31ai_1 | 5 | 37.5
nor2b_1 | 11 | 68.8
a31oi_1 | 12 | 75.1
buf_1 | 3 | 11.3
a211oi_1 | 6 | 45.0
a221oi_1 | 4 | 35.0
nor2_1 | 55 | 206
a22oi_1 | 3 | 22.5
inv_1 | 32 | 120
o211ai_1 | 6 | 45.0
o21ai_1 | 6 | 30.0
area by class of cell:
| class | instances | share of cell area |
|---|---|---|
| timing repair buffer | 17 | 0.0236 |
| sequential | 119 | 0.418 |
| clock buffer | 4 | 0.0120 |
| multi-input combinational | 510 | 0.477 |
| tap | 265 | 0.0505 |
| inverter | 33 | 0.0189 |
power breakdown:
group | internal, mW | leakage [nW] | total (mW) | switching (mW)
clock network | 0.143 | 0.0382 | 0.219 | 0.0764
logic | 0 | 1.00 | 0.00000100 | 0
registers | 0.277 | 1.08 | 0.277 | 0
flip-flops by register name, summed over array words and instances (netlist names):
register          flops
uut1.old_b            1
uut2.bcd_data        28
uut2.result_rdy       1
uut1.fin              1
uut3.g_count          5
uut2.sh_counter       4
uut4.counter          7
uut3.anode            4
stat_bcd             16
uut4.clk_out          1
uut3.bcd_seg          4
uut3.ss_dec.seg       7
uut2.add_counter      2
uut2.state            3
uut1.count           34
uut2.busy             1
cell families (layout without fill, tap and decap cells):
| logic type | Yosys count | in the layout | synth area share |
|---|---|---|---|
| buffers and inverters | 67 | 54 | 0.0426 |
| XOR/XNOR | 53 | 53 | 0.0756 |
| flip-flops | 119 | 119 | 0.447 |
| AND-OR/OR-AND | 160 | 160 | 0.177 |
| multiplexers | 2 | 2 | 0.00367 |
| adder cells (fa/ha/maj) | 23 | 23 | 0.0465 |
| AND/OR/NAND/NOR | 272 | 272 | 0.207 |
stage by stage:
step | total power [mW] | std cells | setup WS, ns | util | cell area, um2
6_report | 0.496 | 948 | 2.35 | 0.332 | 6570
5_1_grt | 0.510 | 948 | 2.20 | 0.332 | 6570
4_1_cts | 0.502 | 948 | 2.33 | 0.332 | 6570
3_5_place_dp | 0.282 | 944 | 2.33 | 0.328 | 6490
3_3_place_gp | 0.282 | 944 | 2.35 | 0.328 | 6490
2_1_floorplan | 0.282 | 696 | 2.03 | - | 6140
Power figures rest on the tool's default switching activity, not on a simulated workload.
