--- flow/config.mk ---
export PLATFORM = sky130hd
export DESIGN_NAME = top
export DESIGN_NICKNAME = top
export VERILOG_FILES = /design/flow/design.v
export SDC_FILE = /design/flow/constraint.sdc
export NUM_CORES = 4
export LEC_CHECK = 1
export CORE_AREA = 10 10 85 85
export DIE_AREA = 0 0 95 95
--- flow/design.v ---
`timescale 1ns / 1ps
module Display_mux(clk,bcd,seg);
    input clk;
    input [3:0] bcd;
    output reg [6:0] seg;
always @(posedge clk)
    begin
    case (bcd)  
            0 : seg = 7'b1000000;
            1 : seg = 7'b1111001;
            2 : seg = 7'b0100100;
            3 : seg = 7'b0110000;
            4 : seg = 7'b0011001;
            5 : seg = 7'b0010010;
            6 : seg = 7'b0000010;
            7 : seg = 7'b1111000;
            8 : seg = 7'b0000000;
            9 : seg = 7'b0010000;
            default : seg = 7'b1111111; 
        endcase
    end
endmodule
`timescale 1ns / 1ps
module top(
    input clk,
    input [15:0] sw,
    output [3:0] an,
    output [6:0] seg);
parameter g_s = 5;
parameter gt = 4;
wire [6:0] sseg_o;
reg [3:0] anode =4'b0001;
reg [3:0] bcd_seg =4'b0000;
reg [g_s-1:0] g_count =0;
Display_mux uut1(clk, bcd_seg,sseg_o);
always @(posedge clk)
begin
    g_count =g_count+1;
        if(g_count == 0)
            begin
            if(anode == 4'b0001)
                begin
                anode = 4'b1000;
                end   
            else 
                begin
                anode = anode >>1;
                end
             end
        if(&g_count[g_s-1:gt])
            begin
            case (anode)  
                4'b1000 : bcd_seg = sw[15:12];
                4'b0100 : bcd_seg = sw[11:8];
                4'b0010 : bcd_seg = sw[7:4];
                4'b0001 : bcd_seg = sw[3:0];
                default : bcd_seg = 4'b1111; 
            endcase
        end 
        else 
            begin
            bcd_seg = 4'b1111; 
            end 
         end
assign  an = ~anode;
assign  seg = sseg_o;
endmodule
--- flow/run.sh ---
#!/bin/bash
# OpenROAD 26Q1-2900-gdf79404cd8, Yosys 0.63+post, stock flow scripts
make -C /OpenROAD-flow-scripts/flow DESIGN_CONFIG=/design/flow/config.mk WORK_HOME=/design/flow/orfs finish
--- flow/constraint.sdc ---
current_design top

set clk_period 2.6
set clk_io_pct 0.2

create_clock -name clk0 -period $clk_period [get_ports {clk}]

set non_clock_inputs [all_inputs -no_clocks]
set_input_delay [expr $clk_period * $clk_io_pct] -clock clk0 $non_clock_inputs
set_output_delay [expr $clk_period * $clk_io_pct] -clock clk0 [all_outputs]
==> ci_impl_report.md <==
## PnR job results

| Metric | Value |
|---|---|
| Synth Area per Inst | `8.60 um^2` |
| Number of core rows | `27` |
| Die extent in y | `95 um` |
| Max-slew headroom | `70.1%` |
| Switching Power | `100 uW` |
| Port Buffers | `27` |
| Routability congestion estimate | `0.814` |
| Final TNS setup | `0 ns` |
| Element type at the critical path start | `register` |
| Worst hold start | `g_count[0]` |
| Worst EP arrival | `1.46 ns` |
| IR Drop Worst-Case VDD | `0.133 mV` |
| Total area of multi-input combinational cells | `607 um^2` |
| Highest-delay cell along the critical path | `sky130_fd_sc_hd__dfxtp_1` |
| Async set or reset register ratio after synthesis | `0%` |
| Critical path class | `register to output port` |
| Share of Yosys cell area claimed by the top area cell type | `37.3%` |
| Filler Cell Count | `593` |
| Post-synth EDFFs | `0` |
| Tightest Hold Check Type | `register to register` |
| Number of iterations in the first detailed-routing pass | `4` |
| Yosys-reported design area after synthesis | `1070 um^2` |
| Antenna diode count | `0` |
| Post_cts resized | `0` |
| Yosys top cell by instances | `sky130_fd_sc_hd__dfxtp_1` |
| Final period demand of the worst path | `1.98 ns` |
| Clk sinks | `20` |
| Worst Reg2Reg Path Length in Cells | `6` |
| Number of antenna violations at the first check in global routing | `0` |
| Total congestion overflow after global routing | `0` |
| Flip-flop and latch count after synthesis | `20` |
| Worst R2R Start | `g_count[0]` |
| Slowest stage delay, CP | `0.60 ns` |
| Achievable Freq | `504 MHz` |
| Deepest level of the CTS H-tree | `1` |
| Clock latency of the later-clocked register in the worst-skew pair | `0.25 ns` |
| Number of cells on the worst hold path | `1` |
| Count of max-cap constraint violations | `0` |
| Number of hold-repair buffers added at the cts stage | `0` |
| Post-synthesis cell area | `1070 um^2` |
| LEAKAGE | `0.000521 uW` |
| Estimated wirelength of the detail-placed design | `1900 um` |
| Number of design rule violations left after detail routing | `0` |
| Via count of the first global-routing pass | `916` |
| Part of the power in combinational logic | `5.3%` |
| Top_reg_cell synth | `sky130_fd_sc_hd__dfxtp_1` |
| Cycle use final | `76.3%` |
| Status | `finished clean` |
| Vias | `909` |
| Setup Skew | `0.00283 ns` |
| CP cell instances | `inv_1, clkdlybuf4s50_1` |
| Area overhead of the layout relative to synthesis | `35.6%` |
| Horizontal die dimension | `95 um` |
| Number of I/O pins | `28` |
| Endpoints failing setup | `0` |
| Max-slew violation count | `0` |
| Top post-synthesis cells by count | `sky130_fd_sc_hd__dfxtp_1 (20), sky130_fd_sc_hd__nand2_1 (14), sky130_fd_sc_hd__inv_1 (13), sky130_fd_sc_hd__o21ai_0 (13), sky130_fd_sc_hd__a22oi_1 (8)` |
| Main area contributors after synthesis | `sky130_fd_sc_hd__dfxtp_1 (37%), sky130_fd_sc_hd__ha_1 (8.1%), sky130_fd_sc_hd__o21ai_0 (6.1%)` |
| Final WL | `2350 um` |
| Post-CTS setup buffer count | `0` |
| Number of cells produced by synthesis | `125` |
| Detail-routed net length per standard cell | `10.6 um` |
| Actual transition at the worst max-transition pin | `0.447 ns` |
| Power density over the cells | `364 nW/um^2` |
| Post-synth top area cell | `sky130_fd_sc_hd__dfxtp_1` |
| Post-Layout Cell Count | `223` |
| Number of nets with antenna violations after routing | `0` |
| Flip-flop and latch area | `400 um^2` |
| Int Power | `431 uW` |
| Fraction of final layout cells with drive strength greater than 1 | `5.96%` |
| Kind of end point of the critical path | `output port` |
| Worst reg-to-reg setup slack | `0.75 ns` |
| Reg-to-reg critical path endpoint | `bcd_seg[2]` |
| TritonCTS buffer count | `3` |
| Switching part of the total power | `18.9%` |
| Critical path data required time | `2.08 ns` |
| Global-route wire length before repair | `4010 um` |
| Number of hold violations in the final report | `0` |
| Largest net degree at the start of global routing | `14` |
| Synth warn | `2` |
| Clock-pin slew on the worst setup and hold paths | `0.07 ns` |
| Vias per Instance | `4.08` |
| CTS max path bufs | `2` |
| Count of placed standard cells including taps | `220` |
| Tightest hold margin | `0.421 ns` |
| Post-layout instance area | `1460 um^2` |
| Log Warnings | `30` |
| Fp_density | `19.6%` |
| Cell count listed in synth_stat.txt | `125` |
| Placed cell area | `1420 um^2` |
| TritonCTS clock tree | `done` |
| Global Route Usage Sum | `5.29%` |
| Sequential fraction of the synthesis area | `37.3%` |
| Destination of the worst hold path | `g_count[0]` |
| Post-synth cell types | `27` |
| Drt initial violations | `47` |
| Clk pwr share | `37.0%` |
| Core area | `5470 um^2` |
| RSZ-0062 raised after global routing | `false` |
| Relative contribution of sequential cells to total power | `57.6%` |
| Root buf cell | `sky130_fd_sc_hd__clkbuf_8` |
| Critical path peak fanout | `13` |
| Floorplan die area | `9030 um^2` |
[power by group through the flow]
stage | clock [uW] | combinational (uW) | sequential [uW]
CTS | 203 | 28.6 | 306
global route | 216 | 31.0 | 306
finish | 197 | 28.4 | 306
[kinds of logic after synthesis]
kind of cell	synth area share [%]
flip-flops	37.3
multiplexers	5.70
AND-OR/OR-AND	22.4
AND/OR/NAND/NOR	16.1
XOR/XNOR	3.26
adder cells (fa/ha/maj)	9.08
buffers and inverters	6.29
[layout by cell type, fill, tap and decap left out, drive strengths merged]
| cell type | synthesis | final |
|---|---|---|
| nor2b | 4 | 4 |
| mux2i | 5 | 5 |
| nor4b | 1 | 1 |
| nor2 | 6 | 6 |
| nor3 | 3 | 3 |
| or2 | 2 | 2 |
| xnor2 | 2 | 2 |
| xor2 | 2 | 2 |
| clkbuf | 1 | 3 |
| maj3 | 1 | 1 |
| dfxtp | 20 | 20 |
| ha | 7 | 7 |
| o21ai | 13 | 13 |
| nand3 | 4 | 4 |
| o311ai | 5 | 5 |
| a31oi | 2 | 2 |
| a22oi | 8 | 8 |
| nand2 | 14 | 14 |
| a21oi | 3 | 3 |
| inv | 13 | 13 |
| clkdlybuf4s50 | 0 | 27 |
| o2bb2ai | 4 | 4 |
| mux2 | 1 | 1 |
| a31o | 1 | 1 |
[area by class of cell]
| type | count | share of cell area, % |
|---|---|---|
| multi-input cells | 88 | 41.6 |
| clock buffers | 3 | 2.83 |
| repair buffers | 27 | 18.5 |
| well taps | 72 | 6.18 |
| flip-flops and latches | 20 | 27.5 |
| inverters | 13 | 3.35 |
[worst max path at each step]
stage / from / end / slack [ns] / depth (start not counted)
global route: g_count[0] / bcd_seg[2] / 0.50 / 6
CTS: anode[1] / an[1] / 0.60 / 2
finish: anode[1] / an[1] / 0.62 / 2
[sequential cells by signal (all words and copies together) (netlist names)]
| signal | count |
|---|---|
| uut1.seg | 7 |
| anode | 4 |
| bcd_seg | 4 |
| g_count | 5 |
[per-layer routing]
layer	global-route usage, %	part of all wire, %	vias up
met5	0	0	-
met4	0.873	1.2	0
met3	2.16	9.9	2
met2	8.07	42	26
met1	7.01	47	386
li1	-	-	495
[worst max-delay path: cells and delay by family (launching register included)]
kind / cells / cell delay (ns)
flops: 1 / 0.60
buf+inv: 2 / 0.62
[stage by stage]
| stage | utilization, % | worst slack (ns) | power (uW) |
|---|---|---|---|
| floorplan | - | 1.05 | 315 |
| detailed placement | 25.9 | 0.750 | 342 |
| CTS | 26.6 | 0.604 | 538 |
| global placement | 25.9 | 0.788 | 342 |
| finish | 26.6 | 0.617 | 531 |
| global route | 26.6 | 0.497 | 553 |
Power figures rest on the tool's default switching activity, not on a simulated workload.
