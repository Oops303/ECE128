[design/flow/config.mk]
export PLATFORM = sky130hd
export DESIGN_NAME = RAM
export DESIGN_NICKNAME = RAM
export VERILOG_FILES = /design/flow/design.v
export SDC_FILE = /design/flow/constraint.sdc
export NUM_CORES = 4
export LEC_CHECK = 1
export CORE_UTILIZATION = 30
[design/flow/constraint.sdc]
current_design RAM

set clk_period 4.6
set clk_io_pct 0.2

create_clock -name clk0 -period $clk_period [get_ports {i_clk}]

set non_clock_inputs [all_inputs -no_clocks]
set_input_delay [expr $clk_period * $clk_io_pct] -clock clk0 $non_clock_inputs
set_output_delay [expr $clk_period * $clk_io_pct] -clock clk0 [all_outputs]
[design/flow/design.v]
`timescale 1ns / 1ps
module RAM(i_clk, i_rst, i_write_en, i_addr, i_write_data, o_read_data);
input i_clk, i_rst, i_write_en;
input [2:0] i_addr;
input [7:0] i_write_data;
output reg [7:0] o_read_data;
reg [7:0] mem [0:7]; 
always @ (posedge i_clk) begin
    if (i_rst) begin  
        mem[0] <= 8'b0;
        mem[1] <= 8'b0;
        mem[2] <= 8'b0;
        mem[3] <= 8'b0;
        mem[4] <= 8'b0;
        mem[5] <= 8'b0;
        mem[6] <= 8'b0;
        mem[7] <= 8'b0;
    end
    else begin
        if(i_write_en)
            mem[i_addr] <= i_write_data;
        else
            o_read_data <= mem[i_addr];
    end
end
endmodule
[design/flow/run.sh]
#!/bin/bash
# OpenROAD 26Q1-2900-gdf79404cd8, Yosys 0.63+post, stock flow scripts
make -C /OpenROAD-flow-scripts/flow DESIGN_CONFIG=/design/flow/config.mk WORK_HOME=/design/flow/orfs finish
==> flow_summary.ini <==
; flow metrics
[final_timing]
rsz0062_at_grt = false
maxSlewHeadroom_pct = 44.53
worst_slack_ps = 1463
fin_crit_ps = 3137
drv_slew = 0
finalCritPeriodShare_pct = 68.19
setup_viol = 0
fin_setup_tns_ps = 0
clock.fmax_ghz = 0.3188
fin_worst_skew_ps = 4.228
worst_slew_pin_slew_ps = 829.4
hold_violations = 0

[min_path]
hold_end = o_read_data[2]$_DFFE_PP_
whs_path_depth = 2
hold_class = flop to flop
hp-start = mem[0][2]$_SDFFCE_PN0P_

[detailed_routing]
first_pass_iters = 4
drtAntennaViolNets = 0
num_vias = 1709
via_per_inst = 4.521
drtIter0Drc = 58
wl_um = 6347
wl_met2_um = 3136
drt-met1-wl_um = 2541
diodes = 0
top_layer = met4
wl_met3_um = 541
wl_per_cell_um = 16.79
drc = 0

[floorplanning]
die-area_mm2 = 0.01121
rows = 37
num_io_pins = 22
core_area_mm2 = 0.01042
fp_util_pct = 31.09
fp.dieH_um = 105.9
die_x_um = 105.9

[clock_tree]
clkSlewWorstSetupHoldPaths_ps = 70
cts_made_buffers = 9
cts.repair.resized = 0
cts_root_buffer = clkbuf_8
postCtsHoldBufs = 0
clock_latency_ps = 340
postCtsSetupBuffers = 0
htree_levels = 3
cts_tree = done
cts_buffer_depth = 2
numClockSinks = 72

[worst_setup_path]
crit_path_end_kind = flop
timing.rr.start = mem[7][6]$_SDFFCE_PN0P_
crit_type = primary input to flop
required_ps = 4590
critPathMaxFanout = 16
arrival_ps = 3130
crit_path_start_kind = primary input
r2r_slack_ps = 3340
r2r_cells = 3
r2r_end = o_read_data[6]$_DFFE_PP_

[logic_synthesis]
top_area_share_pct = 66.77
syn_inst = 209
area_leaders = edfxtp_1 (67%), and2_1 (13%), mux4_2 (9.7%), nand2_1 (2.6%), or2_2 (1.5%)
synthFlopType = edfxtp_1
ys_cells = 209
top_cell = edfxtp_1
top_cells_by_count = edfxtp_1 (72), and2_1 (65), nand2_1 (22), mux4_2 (14), or2_2 (8)
async_flop_share_pct = 0
yosys.stat.seqShare_pct = 66.77
synth_area_mm2 = 0.003238
largest_area_cell = edfxtp_1
synth.avg_cell_area_um2 = 15.49
yosys_area_mm2 = 0.003238
synthDistinctLibCells = 23
ys.flops = 72
synth_warnings = 1
edf_count = 72

[power_and_ir_drop]
clock_power_share_pct = 34.8
p_sw_share_pct = 21.74
peakVddDrop_mv = 0.1580
cellPowerDensity_mw_per_mm2 = 358.1
p_comb_share_pct = 8.0
leakage_nw = 1.307
p_int_mw = 1.060
power_frac_seq_pct = 57.2
switchingPower_mw = 0.2943

[status]
run_status = completed

[layout]
drive_gt1_share_pct = 19.83
nFillCells = 983
area_growth_pct = 16.77
seq_area_mm2 = 0.002162
final_core_util_pct = 36.30
logic_area_mm2 = 0.001033

[grt]
grt_pass1_vias = 1807
grt_remaining_overflow = 0
grt_max_degree = 17
grt.total_usage_pct = 13.09
grt_pass1_wl_um = 10050
antenna_found_initial = 0

[placement]
place_ws_ps = 1116
hpwl_um = 4496
place_congestion = 0.8420
io_buffers = 21

[run]
warnings = 25
maxCapViolations = 0
power groups by stage:
| stage | logic (mW) | clock network (mW) | registers, mW |
|---|---|---|---|
| CTS | 0.110 | 0.485 | 0.776 |
| global route | 0.118 | 0.515 | 0.779 |
| finish | 0.108 | 0.471 | 0.775 |
worst max-delay path by stage:
stage	cells past startpoint	end	slack, ps	start
after CTS	4	mem[5][5]$_SDFFCE_PN0P_	1490	i_addr[1]
after global routing	4	mem[5][4]$_SDFFCE_PN0P_	1350	i_addr[1]
final	4	mem[5][5]$_SDFFCE_PN0P_	1460	i_addr[1]
registers in the layout (all words and copies together) (netlist names):
register	count
mem	64
o_read_data	8
cell families (layout without fill, tap and decap cells):
logic type,count (synthesis),count (layout),synth area share [%]
muxes,15,15,10.08
and+or+nand+nor,111,111,20.79
DFF,72,72,66.77
buffers and inverters,7,40,1.313
AOI/OAI and AO/OA,4,4,1.044
layer usage:
layer | up-vias | track usage (%)
met5 | - | 0
met4 | 0 | 2.083
met3 | 9 | 6.316
met2 | 58 | 20.63
met1 | 821 | 17.47
li1 | 821 | -
placed cells by master (no fill, tap or decap), types with 2 or more instances in the layout:
master            n
a221oi_1          2
and2_1           65
buf_4             2
clkbuf_8          9
clkdlybuf4s50_1  21
clkinv_1          2
clkinv_2          2
clkinvlp_4        2
edfxtp_1         72
mux4_2           14
nand2_1          22
nand2b_1          2
nor2_1            4
nor2_2            2
nor2_4            2
or2_2             8
layout make-up:
type | count | area share [%]
sequential | 72 | 57.18
multi-input combinational | 130 | 27.33
inverter | 1 | 0.09927
clock buffer | 9 | 3.276
tap | 136 | 4.500
timing repair buffer | 23 | 5.956
clock inverter | 7 | 1.655
metrics by stage:
step | cells | power (mW) | instance area [µm²] | hold slack, ps
after global placement | 362 | 0.8991 | 3595 | 656.9
final | 378 | 1.354 | 3781 | 664.4
after detailed placement | 362 | 0.9002 | 3595 | 638.3
after CTS | 378 | 1.371 | 3781 | 663.3
after floorplan | 209 | 0.8501 | 3238 | 601.3
after global routing | 378 | 1.412 | 3781 | 685.8
critical path, cell delays in order:
cell and delay [ps]:
clkdlybuf4s50_1 830, nand2b_1 390, nor2_1 510, or2_1 470
Power figures rest on the tool's default switching activity, not on a simulated workload.
